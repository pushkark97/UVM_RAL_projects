### ./run.sh
#!/bin/bash
# OpenROAD 26Q1-2900-gdf79404cd8, Yosys 0.63+post, stock flow scripts
make -C /OpenROAD-flow-scripts/flow DESIGN_CONFIG=/design/flow/config.mk WORK_HOME=/design/flow/orfs finish
### ./config.mk
export PLATFORM = sky130hd
export DESIGN_NAME = register
export DESIGN_NICKNAME = register
export VERILOG_FILES = /design/flow/design.v
export SDC_FILE = /design/flow/constraint.sdc
export NUM_CORES = 4
export LEC_CHECK = 1
export CORE_AREA = 10 10 70 70
export DIE_AREA = 0 0 80 80
### ./constraint.sdc
current_design register

set clk_period 1.5
set clk_io_pct 0.2

create_clock -name clk0 -period $clk_period [get_ports {clk}]

set non_clock_inputs [all_inputs -no_clocks]
set_input_delay [expr $clk_period * $clk_io_pct] -clock clk0 $non_clock_inputs
set_output_delay [expr $clk_period * $clk_io_pct] -clock clk0 [all_outputs]
### ./design.v
`timescale 1ns / 1ps
module register(
input [3:0] din,
input wr,addr,
input clk, rst,
output [3:0] dout
    );
    reg [7:0] tempin;
    reg [7:0] tempout;
    assign dout = tempout;
    always @(posedge clk) begin
     if (rst) begin
         tempin <= 4'h5;
         tempout <= 4'h0;
     end
     else begin
         if (wr) begin
            if (!addr) begin
              tempin <= din;
            end
          end
          else begin
          if (!addr) begin
            tempout <= tempin;
          end
         end        
     end
    end
endmodule : register
interface register_if ;
  logic clk,rst;
  logic wr,addr;
  logic [3:0] din, dout;
endinterface
==> Changelog: implementation <==
### Changed

* Outcome: completed
* Setup CP Type: flip-flop to output port
* Initial antenna violation count at 0
* Late-Pin Clk Latency at 250 ps
* Register area share after synthesis at 46.7%
* Post-synthesis area per instance at 9.52 um^2
* WL/cell at 7.74 um
* Count leader, synth: dfxtp_1
* Worst-Margin Slew at 250 ps
* Comb pwr share at 13.6%
* Pwr/cell area at 830 nW/um^2
* Critical path's top delay family: buffers and inverters
* CP startpoint kind: flip-flop
* Worst path max stage delay at 490 ps
* Die Y at 80 um
* Net Sw Power at 0.0901 mW
* Fin util at 15.7%
* Die W at 80 um
* # setup viols final at 0
* Yosys stat area at 343 um^2
* WP buf/inv at 1
* Max Freq at 735 MHz
* P_int at 0.354 mW
* GP Congestion at 0.717
* Total congestion overflow at 0
* Maxcap violations at 0
* Cell area leaders: dfxtp_1, or3b_1, o21ai_0, a21oi_1, mux2i_1
* Met1 Wirelength at 402 um
* Sw Ratio at 20.3%
* Post-Synth XOR/XNOR Area at 0%
* Critical path's slowest cell: clkdlybuf4s50_1
* Fin. Hold Viols at 0
* Ys cells at 36
* Post-CTS Resized at 0
* Sequential power share at 51.1%
* Netlist cell types at 14
* Min-Delay Path Class: flip-flop to flip-flop
* Leakage at 0.183 nW
* Max Root-Sink Buffers at 2
* Setup bufs post-CTS at 0
* EDFF count, synth at 0
* First-pass DRT Iterations at 3
* Ys async rst share at 0%
* Max layer used: met3
* Cell count after synthesis at 36
* Min Hold Slack at 470 ps
* CP Capture Type: output port
* IO Count at 12
* Main synth FF type: dfxtp_1
* First-pass GRT wire length at 1160 um
* Vias in the first global route at 267
* Mux cell area share after synthesis at 5.84%
* Skew final at 2.81 ps
* GR Util All Layers at 2.28%
* Worst Path Arrival at 1060 ps
* CTS Hold Bufs at 0
* DRT iter0 DRCs at 3
* Sink Count at 8
* Tool warning count at 25
* Htree depth at 1
* Slew Viols, Final at 0
* Top cell type by total area after synthesis: dfxtp_1
* Critical path cell sequence: clkdlybuf4s50_1
* Vias post-DR at 289
* Synth-to-Final Area Change at 56.2%
* Remaining DRCs at 0
* Fraction of layout cells with a size suffix above 1 at 12.0%
* TNS Setup at 0 ps
* Compound Share, Synth at 14.6%
* Ys flops at 8
* Die area at 6400 um^2
* Commonest cells post-synth: dfxtp_1, o21ai_0, a21oi_1, nor2_1, or3b_1
* Routed wl met2 at 276 um
* Core area at 3420 um^2
* Data required, critical path at 1200 ps
* Final ANT Viol Nets at 0
* CTS Buf Count at 3
* Largest net degree at the start of global routing at 12
* Avg Vias per Cell at 3.01
* Port bufs at 11
* Min Tclk post-route at 1360 ps
* Ant diodes at 0
* # rows at 21
* Routed WL at 743 um
* Adder share at 0%
* Simple Share, Synth at 27.0%
* Worst vdd ir at 0.622 mV
* RSZ-0062 raised after global routing: false
* Largest logic family: simple AND/OR/NAND/NOR gates
* Period utilization at 90.7%
* Slew margin rel. at 83.3%
* CTS Root Cell: clkbuf_4
* Synth Cell Area at 343 um^2
* CTS tree: built
* CTS clk-pin slew, worst paths at 50 ps
* Synth top area share at 46.7%
* Met3 WL at 64 um
* Max Fanout on Critical Path at 2
* YS warnings at 1
* Clock Power Share at 35.3%
* Init Core Util at 10.0%
## power by group through the flow
stage	Clock, mW	Combinational, mW	Sequential (mW)
global route	0.182	0.0667	0.228
CTS	0.165	0.0616	0.227
finish	0.157	0.0604	0.227
## cells by family (layout without fill, tap and decap cells)
group / count (synthesis) / in the layout
compound gates: 10 / 10
flops: 8 / 8
mux: 2 / 2
buf+inv: 3 / 17
simple gates: 13 / 13
## cell type report
| type | count | area [um^2] |
|---|---|---|
| Clock buffer | 3 | 22.5 |
| Sequential cell | 8 | 160 |
| Timing Repair Buffer | 14 | 133 |
| Tap cell | 46 | 57.6 |
| Fill cell | 395 | 2880 |
| Multi-Input combinational cell | 25 | 163 |
## registers in the layout (all words and copies together), names as in the netlist
register / cells
tempin: 4
tempout: 4
## worst paths after layout
kind / startpoint / to / cells after the start / slack, ps
hold reg to reg: tempin[3]$_SDFFE_PP0P_ / tempin[3]$_SDFFE_PP0P_ / 2 / 470
setup reg to reg: tempin[2]$_SDFFE_PP1P_ / tempout[2]$_SDFFE_PP0P_ / 2 / 640
setup / recovery: tempout[1]$_SDFFE_PP0P_ / dout[1] / 1 / 140
hold / removal: tempin[3]$_SDFFE_PP0P_ / tempin[3]$_SDFFE_PP0P_ / 2 / 470
## per-layer routing
layer / track usage [%] / up-vias
met5: 0 / -
met4: 0.352 / 0
met3: 1.70 / 0
met2: 2.89 / 13
met1: 3.03 / 120
li1: - / 156
## cells in the final DEF, fill, tap and decap left out, types with 2 or more instances in the layout
cell type / n
or3b_1: 4
nand2b_1: 2
clkdlybuf4s50_1: 11
dfxtp_1: 8
a21oi_1: 4
clkbuf_4: 3
buf_4: 3
mux2i_1: 2
nor2_1: 4
o21ai_0: 5
## worst reg2reg max path, delay by kind of cell, from the launching register on
kind / cells / cell delay (ps)
AOI/OAI and AO/OA: 1 / 130
DFF: 1 / 320
and+or+nand+nor: 1 / 340
## metrics by stage
| step | total power [mW] | instance area, um^2 | worst slack (ps) | instances |
|---|---|---|---|---|
| after floorplan | 0.258 | 343 | 554 | 36 |
| after global placement | 0.291 | 513 | 6.95 | 93 |
| after detailed placement | 0.293 | 513 | -9.60 | 93 |
| after CTS | 0.454 | 536 | 120 | 96 |
| after global routing | 0.477 | 536 | 80.9 | 96 |
| final | 0.444 | 536 | 139 | 96 |
No activity file was given, so power comes from the tool's default toggle rates.
